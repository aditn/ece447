File: run.sh
#!/bin/bash
# OpenROAD 26Q1-2900-gdf79404cd8, Yosys 0.63+post, stock flow scripts
make -C /OpenROAD-flow-scripts/flow DESIGN_CONFIG=/design/flow/config.mk WORK_HOME=/design/flow/orfs finish
File: config.mk
export PLATFORM = sky130hd
export DESIGN_NAME = parad32
export DESIGN_NICKNAME = parad32
export VERILOG_FILES = /design/flow/design.v
export SDC_FILE = /design/flow/constraint.sdc
export NUM_CORES = 4
export LEC_CHECK = 1
export CORE_AREA = 10 10 88 88
export DIE_AREA = 0 0 98 98
File: constraint.sdc
current_design parad32

set clk_period 30.7
set clk_io_pct 0.2

create_clock -name clk0 -period $clk_period

set non_clock_inputs [all_inputs -no_clocks]
set_input_delay [expr $clk_period * $clk_io_pct] -clock clk0 $non_clock_inputs
set_output_delay [expr $clk_period * $clk_io_pct] -clock clk0 [all_outputs]
File: design.v
module parad32(a,cout,p,q);
  output [31:0]a;
  output cout;
  input [31:0]p,q;
  wire [6:0]c;
  parad4 u1(a[3:0],c[0],p[3:0],q[3:0]);
  parad4_full u2(a[7:4],c[1],p[7:4],q[7:4],c[0]);
  parad4_full u3(a[11:8],c[2],p[11:8],q[11:8],c[1]);
  parad4_full u4(a[15:12],c[3],p[15:12],q[15:12],c[2]);
  parad4_full u5(a[19:16],c[4],p[19:16],q[19:16],c[3]);
  parad4_full u6(a[23:20],c[5],p[23:20],q[23:20],c[4]);
  parad4_full u7(a[27:24],c[6],p[27:24],q[27:24],c[5]);
  parad4_full u8(a[31:28],cout,p[31:28],q[31:28],c[6]);
endmodule
module parad4_full(a,c,p,q,cin);
  output [3:0] a;
  output c;
  input cin;
  input [3:0]p,q;
  fa u1(cin,p[0],q[0], a[0],c1);
  fa u2(c1,p[1],q[1],a[1],c2);
  fa u3(c2,p[2],q[2],a[2],c3);
  fa u4(c3,p[3],q[3],a[3],c);
endmodule
module parad4(a,c,p,q);
    output [3:0]a;
    output c;
    input [3:0]p,q;
    wire c1,c2,c3;
    ha u1(p[0],q[0],a[0],c1);
    fa u2(c1,p[1],q[1],a[1],c2);
    fa u3(c2,p[2],q[2],a[2],c3);
    fa u4(c3,p[3],q[3],a[3],c);
endmodule
module fa(a,b,c,sum,carry);
  input a,b,c;
  output sum,carry;
  assign sum=(a^b^c);  
  assign carry=((a&b) | (b&c) | (a&c));  
endmodule
module ha(a,b,sum,carry);
  input a,b;
  output sum, carry;
  assign sum = a^b;  
  assign carry = (a&b) ;
endmodule
==> changes_impl.md <==
### Physical design

* Status: finished, final reports clean
* GP Congestion at 0.789
* Most frequent cell after synthesis: buf_4
* Post-synth seq share at 0
* Cell area leaders: fa_1, buf_4, inv_1
* Yosys Instances at 69
* Number of clock buffers in the layout at 0
* Seq pwr share at 0
* Initial antenna violation count at 0
* Log Warnings at 32
* DRC at 0
* Vias in the first global route at 919
* Hold Path End: a[0]
* Kind of critical path: input pin to output pin
* Port bufs at 97
* Max Slew Vio Count at 0
* Tally of yosys warning messages at 3
* Top Ports at 97
* First drt pass iteration count at 2
* Internal power at 0.0253 mW
* Minimum clock period at 25,740 ps
* Worst setup margin at 4960 ps
* Routed len/inst at 14.1 um
* Area grow syn2layout at 92.4%
* Seq cells at 0
* Post-Place Cell Area at 0.00172 mm2
* Worst Path Max Fanout at 1
* Power share of the combinational group at 1.000
* Die X at 98 um
* Yosys Chip Area at 892 um2
* Die H at 98 um
* Final Cell Area at 0.00172 mm2
* Fin util at 0.290
* Syn Inst Count at 69
* Worst slew margin at 0.921
* Sw frac at 0.252
* Achievable Freq at 38.9 MHz
* Worst setup SP type: input pin
* Max incr delay on CP at 470 ps
* Hold path startpoint: q[0]
* # hold bufs at CTS at 0
* Min Hold Slack at 13,310 ps
* GRT Resource Usage Total at 0.0622
* Final Hold Viols at 0
* Hold Path Stages at 3
* Die area at 0.00960 mm2
* First-pass GRT wire length at 4.91 mm
* Core Region at 0.00592 mm2
* Clk pwr share at 0
* Post-CTS setup buffer count at 0
* Total number of vias at 700
* Vias/cell at 3.35
* Final setup vio count at 0
* Cell Pwr Density at 19.7 mW/mm2
* Avg Inst Size Synth at 12.9 um2
* Netlist cell types at 4
* Diode count at 0
* Num rows at 28
* Psw at 0.00853 mW
* Worst EP arrival at 19,600 ps
* WL final at 2.95 mm
* Top cells by count, synth: buf_4, fa_1, inv_1
* Post-DP HPWL at 2.95 mm
* Largest net degree at the start of global routing at 2
* Unrepaired setup endpoints after global routing: no
* Worst vdd ir at 0.00000766 V
* Most Frequent Cell on Critical Path: fa_1
* FP Util at 0.151
* Gr ovfl total at 0
* Period utilization at 0.838
* Share of cells above drive strength 1 at 0
* Slowest cell on the critical path: clkdlybuf4s50_1
* Top cell area share at 0.696
* Worst Hold Class: input pin to output pin
* Synth area leader: fa_1
* Flop area at 0 um2
* Final ANT Viol Nets at 0
* DR iter-0 viols at 6
* Worst slew pin tran at 118 ps
* Pre-CTS setup slack at 4850 ps
* Data required time of the critical path at 24,560 ps
* Cts repair resizes at 0
* Element type at the critical path end: output pin
* Leak at 0.642 nW
* Maxcap violations at 0
* Synthesized area at 892 um2
* TNS Setup at 0 ps
[metrics by stage]
step	power (mW)	instances
floorplan	0.0165	69
global placement	0.0353	209
detailed placement	0.0353	209
CTS	0.0353	209
global route	0.0387	209
finish	0.0339	209
[cells by family after synthesis]
family                   after synthesis  share of synthesized area
buffers and inverters                 37                      0.290
adder cells (fa/ha/maj)               32                      0.710
[critical path, delay by kind of cell]
kind / cells / cell delay [ps]
adder cells (fa/ha/maj): 32 / 12470
buffers and inverters: 4 / 1000
[placed cells by master (no fill, tap or decap), drive strengths merged]
cell,instances
inv,5
clkdlybuf4s50,97
ha,1
fa,31
[per-layer routing]
layer,track usage,wire (um)
met1,0.0714,1070
met2,0.0817,991
met3,0.0690,885
met4,0,0
met5,0,0
[how the worst max path moves through the flow]
stage | start | to | slack (ps)
after global routing | p[0] | a[31] | 4450
after CTS | p[0] | a[31] | 4830
final | p[0] | a[31] | 4960
[power groups by stage]
stage     clock (mW)  sequential [mW]  combinational, mW
4_1_cts            0                0             0.0353
5_1_grt            0                0             0.0387
6_report           0                0             0.0339
[cell type report]
cell class | instances | area, um2
fillers | 606 | 4200
inverters | 5 | 18.8
multi-input cells | 32 | 633
well taps | 75 | 93.8
repair buffers | 97 | 971
Power and IR drop assume default switching activity.
