**flow/run.sh**
```bash
#!/bin/bash
# OpenROAD 26Q1-2900-gdf79404cd8, Yosys 0.63+post, stock flow scripts
make -C /OpenROAD-flow-scripts/flow DESIGN_CONFIG=/design/flow/config.mk WORK_HOME=/design/flow/orfs finish
```
**flow/config.mk**
```make
export PLATFORM = sky130hd
export DESIGN_NAME = regfile2_forward
export DESIGN_NICKNAME = regfile2_forward
export VERILOG_FILES = /design/flow/design.v
export SDC_FILE = /design/flow/constraint.sdc
export NUM_CORES = 4
export LEC_CHECK = 1
export CORE_UTILIZATION = 40
```
**flow/constraint.sdc**
```tcl
current_design regfile2_forward

set clk_period 23.9
set clk_io_pct 0.2

create_clock -name clk0 -period $clk_period [get_ports {clk}]

set non_clock_inputs [all_inputs -no_clocks]
set_input_delay [expr $clk_period * $clk_io_pct] -clock clk0 $non_clock_inputs
set_output_delay [expr $clk_period * $clk_io_pct] -clock clk0 [all_outputs]
```
**flow/design.v**
```verilog
module regfile2_forward ( 
   p_rs_data, p_rt_data,
   s_rs_data, s_rt_data,
   p_rs_num, p_rt_num, p_rd_num, p_rd_data, p_rd_we, 
   s_rs_num, s_rt_num, s_rd_num, s_rd_data, s_rd_we, 
   clk, rst_b, halted
   );
	input       [4:0]  p_rs_num, p_rt_num, p_rd_num; 
	input       [31:0] p_rd_data;
	input              p_rd_we;
	output wire [31:0] p_rs_data, p_rt_data;
   	input       [4:0]  s_rs_num, s_rt_num, s_rd_num; 
	input       [31:0] s_rd_data;
	input              s_rd_we;
	output wire [31:0] s_rs_data, s_rt_data;
        input 		   clk, rst_b, halted;
	reg         [31:0] mem[0:31];
	integer            i;
	always @(posedge clk or negedge rst_b) begin 
		if (!rst_b) begin
			for (i = 0; i < 32; i = i+1)
	mem[i] <= 32'b0;
		end else begin
		   if (p_rd_we && (p_rd_num != 0) && !(s_rd_we&&(p_rd_num==s_rd_num))) begin 
			mem[p_rd_num] <= p_rd_data;
		   end   
		   if (s_rd_we && (s_rd_num != 0)) begin 
			mem[s_rd_num] <= s_rd_data;
		   end   
		end 
	end 
	assign p_rs_data = (  (p_rs_num == 0) ? 
                              32'h0 : 
                              (  (s_rd_we&&(s_rd_num==p_rs_num)) ? 
                                 s_rd_data :
                                 (  (p_rd_we&&(p_rd_num==p_rs_num)) ?
                                     p_rd_data :
                                     mem[p_rs_num] )  )  );
	assign p_rt_data = (  (p_rt_num == 0) ? 
                              32'h0 : 
                              (  (s_rd_we&&(s_rd_num==p_rt_num)) ? 
                                 s_rd_data :
                                 (  (p_rd_we&&(p_rd_num==p_rt_num)) ?
                                     p_rd_data :
                                     mem[p_rt_num] )  )  );
	assign s_rs_data = (  (s_rs_num == 0) ? 
                              32'h0 : 
                              (  (s_rd_we&&(s_rd_num==s_rs_num)) ? 
                                 s_rd_data :
                                 (  (p_rd_we&&(p_rd_num==s_rs_num)) ?
                                     p_rd_data :
                                     mem[s_rs_num] )  )  );
	assign s_rt_data = (  (s_rt_num == 0) ? 
                              32'h0 : 
                              (  (s_rd_we&&(s_rd_num==s_rt_num)) ? 
                                 s_rd_data :
                                 (  (p_rd_we&&(p_rd_num==s_rt_num)) ?
                                     p_rd_data :
                                     mem[s_rt_num] )  )  );
	// synthesis translate_off
	integer fd;
	always @(halted) begin
		if (rst_b && halted) begin
			fd = $fopen("regdump.txt");
			$display("--- 18-447 Register file dump ---");
			$display("=== Simulation Cycle %d ===", $time);
			$fdisplay(fd, "--- 18-447 Register file dump ---");
			$fdisplay(fd, "=== Simulation Cycle %d ===", $time);
			for(i = 0; i < 32; i = i+1) begin
				$display("R%d\t= 0x%8x\t( %0d )", i, mem[i], mem[i]);
				$fdisplay(fd, "R%d\t= 0x%8h\t( %0d )", i, mem[i], mem[i]); 
			end
			$display("--- End register file dump ---");
			$fdisplay(fd, "--- End register file dump ---");
			$fclose(fd);
		end
	end
	// synthesis translate_on
endmodule
module btbsram #(parameter WIDTH=62, SIZE_LG2=7) (
   rd_data,
   rd_idx, wr_idx, wr_data, wr_we, clk, rst_b
   );
	input       [SIZE_LG2-1:0]  rd_idx, wr_idx; 
	input       [WIDTH-1:0] wr_data;
	input              wr_we, clk, rst_b ;
	output wire [WIDTH-1:0] rd_data ;
	reg         [WIDTH-1:0] mem[0:(2**SIZE_LG2)-1];
	integer            i;
	always @(posedge clk or negedge rst_b) begin 
		if (!rst_b) begin
		   for (i = 0; i < (2**SIZE_LG2); i = i+1) begin
		     mem[i] <= 0;
		   end
		end else if (wr_we) begin 
			mem[wr_idx] <= wr_data; 
		end 
	end 
	assign rd_data = (!rst_b)? 0 : mem[rd_idx];
endmodule
```
==> flow_results.org <==
#+TITLE: Physical design notes

** Placed design
- Routability cong. :: 1.36
- Input/output buffers :: about 230
- Post-placement cell area :: 84600 sq um
- Dpl hpwl :: approximately 570000 um

** Logic synthesis
- Summed over all instances, the cell type with the most area after synthesis is sky130_fd_sc_hd__dfrtp_1.
- After synthesis, the largest area contributor takes up roughly a third of total cell area.
- Chip area estimate from yosys synthesis :: ~77000 sq um
- Dominant Register Cell :: sky130_fd_sc_hd__dfrtp_1
- Per the synth stats, the proportion of register bits with asynchronous set or reset is 100%.
- Cell area after technology mapping :: slightly below 80000 sq um
- Per Yosys stat, the portion of area used by sequential elements is about a third.
- Yosys printed 3 warnings.
- Synthesis produced a netlist whose cell count is around 9700.
- The synthesized design contains 0 enable-type register cells.
- The number of different library cells used by synthesis comes to ~94.
- Mean instance size in the synthesized netlist :: around 8.0 sq um
- Biggest area cells :: sky130_fd_sc_hd__dfrtp_1 32%, sky130_fd_sc_hd__mux2i_1 10%, sky130_fd_sc_hd__a22oi_1 8.9%
- The synth_stat.txt file lists the number of cells as 9655.
- Number of register bits inferred by synthesis :: ~990

** Clock tree
- Hold repair after CTS inserted 0 buffers.
- Post-CTS repair ended up resizing 0 cells.
- Root buffer cell :: sky130_fd_sc_hd__clkbuf_16
- Number of buffers on the longest clock path :: 3
- Clock Sink Count :: a little under 1000
- In this run the number of H-tree levels came out at 3.
- Counting the buffers created by CTS gives approximately 120.
- Post-CTS Setup Repair Bufs :: 0

** Floorplan
- approximately 230 I/O pins were placed.
- Before placement the cells fill 40.2% of the core.
- Measured along the y axis, the die boundary spans approximately 440 um.
- Horiz. Die Dim :: around 440 um
- Number of rows in the core area :: around 160

** Global route
- The first global-routing pass estimated 1250000 um of wire.
- In the global route stage, overall resource usage came out at 95.2%.
- Via count of the first global-routing pass :: 119000
- Largest net degree at the start of global routing :: around 80
- After global routing the overflow that remains totals about 1700.

** Run status
- Error message :: [ERROR GRT-0116] Global routing finished with congestion. Check the congestion regions in the DRC Viewer.
- Stop stage :: global routing (5_1_grt)
- The flow did not finish.
synthesized netlist by cell type (all sizes together) (238+ instances only):
library cell / number
nand2: 1573
dfrtp: 992
a22oi: 917
mux2i: 772
o21ai: 757
nor2: 572
clkbuf: 566
buf: 527
nand3: 519
o211ai: 342
a221oi: 263
nand4: 243
a22o: 238
metrics by stage:
step / util (%) / hold WS (ps) / cells / worst slack, ps
after floorplan: - / 527 / 9655 / 12710
after global placement: 44.0 / 581 / 12100 / 9370
after detailed placement: 44.0 / 584 / 12100 / 9360
after CTS: 46.3 / 597 / 12300 / 9370
kinds of logic after synthesis:
family,Yosys count,synth area share (%)
xor gates and xnor gates,43,0.487
muxes,828,10.9
buffers and inverters,1105,6.64
AOI/OAI and AO/OA,3195,29.0
DFF,992,32.1
and+or+nand+nor,3492,20.9
metal layers:
metal	GRT usage [%]	overflow
met1	96.6	265
met2	99.0	609
met3	92.3	322
met4	91.0	479
met5	82.5	45
