==> flow/design.v <==
module carry_select(a,b,cin,sum,co);
  input [31:0]a;
  input [31:0]b;
  input cin;
  output [31:0]sum;
  output co;
  genvar i;
  wire [31:0] s_0,s_1, c_0, c_1;
  generate 
    for (i=0; i<=31; i= i+1) begin
      if (i==0) begin 
        fa f_0(a[i],b[i],1'b0,s_0[i],c_0[i]);
        fa f_1(a[i],b[i],1'b1,s_1[i],c_1[i]);
        mux x9(s_0[i],s_1[i],cin,sum[i]);
      end
      else if (i == 31) begin
        mux x13(c_0[i],c_1[i],cin,co);
        fa f_0(a[i],b[i],c_0[i-1],s_0[i],c_0[i]);
        fa f_1(a[i],b[i],c_1[i-1],s_1[i],c_1[i]);
        mux x10(s_0[i],s_1[i],cin,sum[i]);
      end
      else begin
        fa f_0(a[i],b[i],c_0[i-1],s_0[i],c_0[i]);
        fa f_1(a[i],b[i],c_1[i-1],s_1[i],c_1[i]);
        mux x10(s_0[i],s_1[i],cin,sum[i]);
      end
    end
  endgenerate
endmodule
module mux(a,b,s,q);
  input a;
  input b;
  input s;
  output q;
  assign q=s?b:a;
endmodule
module parad32(a,cout,p,q);
  output [31:0]a;
  output cout;
  input [31:0]p,q;
  wire [6:0]c;
  parad4 u1(a[3:0],c[0],p[3:0],q[3:0]);
  parad4_full u2(a[7:4],c[1],p[7:4],q[7:4],c[0]);
  parad4_full u3(a[11:8],c[2],p[11:8],q[11:8],c[1]);
  parad4_full u4(a[15:12],c[3],p[15:12],q[15:12],c[2]);
  parad4_full u5(a[19:16],c[4],p[19:16],q[19:16],c[3]);
  parad4_full u6(a[23:20],c[5],p[23:20],q[23:20],c[4]);
  parad4_full u7(a[27:24],c[6],p[27:24],q[27:24],c[5]);
  parad4_full u8(a[31:28],cout,p[31:28],q[31:28],c[6]);
endmodule
module parad4_full(a,c,p,q,cin);
  output [3:0] a;
  output c;
  input cin;
  input [3:0]p,q;
  fa u1(cin,p[0],q[0], a[0],c1);
  fa u2(c1,p[1],q[1],a[1],c2);
  fa u3(c2,p[2],q[2],a[2],c3);
  fa u4(c3,p[3],q[3],a[3],c);
endmodule
module parad4(a,c,p,q);
    output [3:0]a;
    output c;
    input [3:0]p,q;
    wire c1,c2,c3;
    ha u1(p[0],q[0],a[0],c1);
    fa u2(c1,p[1],q[1],a[1],c2);
    fa u3(c2,p[2],q[2],a[2],c3);
    fa u4(c3,p[3],q[3],a[3],c);
endmodule
module fa(a,b,c,sum,carry);
  input a,b,c;
  output sum,carry;
  assign sum=(a^b^c);  
  assign carry=((a&b) | (b&c) | (a&c));  
endmodule
module ha(a,b,sum,carry);
  input a,b;
  output sum, carry;
  assign sum = a^b;  
  assign carry = (a&b) ;
endmodule
==> flow/run.sh <==
#!/bin/bash
# OpenROAD 26Q1-2900-gdf79404cd8, Yosys 0.63+post, stock flow scripts
make -C /OpenROAD-flow-scripts/flow DESIGN_CONFIG=/design/flow/config.mk WORK_HOME=/design/flow/orfs finish
==> flow/config.mk <==
export PLATFORM = sky130hd
export DESIGN_NAME = carry_select
export DESIGN_NICKNAME = carry_select
export VERILOG_FILES = /design/flow/design.v
export SDC_FILE = /design/flow/constraint.sdc
export NUM_CORES = 4
export LEC_CHECK = 1
export CORE_UTILIZATION = 30
==> flow/constraint.sdc <==
current_design carry_select

set clk_period 16.0
set clk_io_pct 0.2

create_clock -name clk0 -period $clk_period

set non_clock_inputs [all_inputs -no_clocks]
set_input_delay [expr $clk_period * $clk_io_pct] -clock clk0 $non_clock_inputs
set_output_delay [expr $clk_period * $clk_io_pct] -clock clk0 [all_outputs]
==> impl_report.txt <==
==== FLOW RESULTS ====
----------------------------------------------------
[Min path]
  Number of instances on the worst hold path ........................ 3
  Min-delay worst type ........................ in -> out

[Detailed routing]
  Via count ........................ 1866
  Remaining number of nets flagged by the antenna check after routing ........................ 0
  Drt wl/cell ........................ 11.12 µm
  Diodes inserted ........................ 0
  Number of remaining DRC errors ........................ 0
  First-pass detailed-route iteration total ........................ 4
  Initial DRC Count ........................ approximately 40
  Total wire length ........................ 4.347 mm
  Drt via density ........................ 4.772

[Setup path]
  Number of logic stages on the critical path including buffering ........................ 10
  CP Capture Type ........................ output pin
  Arr. time, crit path ........................ between 6 and 7 ns
  Chain of cells forming the critical path ........................ clkdlybuf4s50_1, ha_1, o32a_1, o211a_1, o2111ai_1, nor2_1, a21o_4, a211oi_2, xnor2_1, clkdlybuf4s50_1
  Critical Path Start Type ........................ input port
  Worst Path Required ........................ ~13 ns
  Top fanout value on the critical path ........................ 6
  Critical-path top delay cell ........................ clkdlybuf4s50_1
  Most numerous cell on the critical path ........................ clkdlybuf4s50_1
  Buffers plus inverters on the worst setup path ........................ 2
  Critical path class ........................ in -> out
  Cell family with the largest share of critical-path delay ........................ AND-OR/OR-AND gates
  Slowest Stage Delay on Critical Path ........................ 0.47 ns

[Placement]
  HPWL Detailed ........................ around 4 mm
  Final Wtd Congestion ........................ slightly below 0.9
  Cells after DPL ........................ 391
  Count of buffers inserted at the top-level ports ........................ around 98

[Die]
  Height of the chip ........................ a little over 80 µm
  Row count ........................ 28
  Width of the chip ........................ roughly 81 µm
  Std-Cell Core Area ........................ 5956 µm²
  DIE AREA ........................ around 6500 µm²
  I/O pin total ........................ ~98
  Pre-placement core utilization ........................ a little under a third

[Finish]
  Final core utilization ........................ approximately 45%
  Area growth from synthesis to layout ........................ 44.80%
  Area occupied by registers ........................ 0 µm²
  Top cell excl fill/tap ........................ clkdlybuf4s50_1
  Final Non-Filler Cells ........................ a little under 400
  Clock Buffer Count ........................ 0
  Sequential cell count ........................ 0
  Most common logic cells in the final layout ........................ 98 x clkdlybuf4s50_1, 33 x nor2_1, 33 x ha_1
  Count of fill cells added during filler insertion ........................ about 600
  Share of post-route cells with drive strength above 1 ........................ under 10%

[Timing]
  Actual transition at the worst max-transition pin ........................ approximately 0.54 ns
  Final Max-Slew Violation Tally ........................ 0
  Sum of negative setup slack ........................ 0 ns
  Maximum operating frequency ........................ approximately 110 MHz
  Final setup vio count ........................ 0
  Unrepaired setup endpoints after global routing ........................ no
  Hold violation count in the final report ........................ 0
  Final min period ........................ around 9 ns
  Max-Slew Margin vs Limit ........................ about 64%
  Final-layout worst hold slack ........................ 7.390 ns
  Cycle use final ........................ roughly 58%

[Power and ir drop]
  Standby leakage power ........................ 1.092 nW
  Power per unit of standard cell area ........................ a little over 40 nW/µm²
  Maximum vdd ir drop ........................ between 0.000015 and 0.00002 V
  Power Total ........................ 0.1094 mW

[Global route]
  Total global-route track usage ........................ about an eighth
  Number of global-route vias before repair ........................ around 1700
  Largest net degree at the start of global routing ........................ 7
  Wire length of the first global-routing pass ........................ just under 7 mm
  Antenna violations before repair ........................ 0
  Residual overflow from global routing ........................ 0

[Synthesis]
  Chip Area, Yosys ........................ between 1500 and 2000 µm²
  Cell count in the Yosys report ........................ roughly 250
  Avg Cell Area, Syn ........................ ~7.5 µm²
  Proportion of netlist area held by the largest area contributor ........................ between 20% and 30%
  Cell types with the largest area share after synthesis ........................ ha_1 22%, buf_4 13%, xnor2_1 8.5%
  Register area share after synthesis ........................ 0%
  Cell type with the largest total area after synthesis ........................ ha_1
  Synth Warn # ........................ 0
  Area of the mapped netlist ........................ approximately 1900 µm²
  Post-synth cell types ........................ around 45
  Synth Instances ........................ 250

[CTS]
  Number of setup buffers added after CTS ........................ 0
  Hold Buf Count CTS ........................ 0
  Post-CTS Resized ........................ 0

[Job]
  OpenROAD warnings ........................ 33
  Max-capacitance violation count ........................ 0

[Status]
  Run status ........................ complete, no violations

----------------------------------------------------
[synth_stat cells (2+ instances only)]
library cell	number
o22a_1	2
o311ai_1	2
a211oi_2	3
xor2_1	11
buf_4	32
o211a_1	2
ha_1	33
o21ai_0	6
a31o_2	2
o21bai_1	4
and2_1	2
o22ai_1	5
o21a_1	2
nor2_1	33
nand3_1	6
a31oi_1	3
or3_1	3
a211o_1	4
inv_1	9
a21oi_1	12
or2_2	13
nand2_1	7
a21o_1	2
o32a_1	3
nor3_1	10
xnor2_1	18
nand3b_1	3
[per-stage QoR]
| stage | area, µm² | setup WS [ns] |
|---|---|---|
| after floorplan | 1863 | 7.769 |
| after global placement | 2698 | 6.770 |
| after detailed placement | 2698 | 6.762 |
| after CTS | 2698 | 6.757 |
| after global routing | 2698 | 6.586 |
| final | 2698 | 6.756 |
[path summary, 6_finish.rpt]
kind / slack, ns / startpoint / endpoint
min: 7.39 / cin / sum[0]
max: 6.76 / a[8] / sum[30]
[per-layer routing]
layer / wire length [µm] / track usage, %
met2: 1991 / 22.18
met1: 2032 / 18.03
met5: 0 / 0
met4: 0 / 0
met3: 323 / 1.596
[cell families (layout without fill, tap and decap cells)]
kind of cell | after synthesis | in the layout | share of synthesized area [%]
xor+xnor | 29 | 29 | 13.63
compound gates | 63 | 63 | 26.80
buf+inv | 41 | 107 | 14.71
fa+ha+maj | 33 | 33 | 22.16
simple gates | 84 | 84 | 22.70
[layout make-up]
class	count	area, µm²	area share, %
Timing Repair Buffer	98	980.9	36.36
Inverter	9	33.78	1.252
Multi-Input combinational cell	209	1589	58.91
Tap cell	75	93.84	3.479
[where the power goes]
group	internal (mW)	switching (mW)	total, mW
logic	0.0716	0.0378	0.109
registers	0	0	0
clock network	0	0	0
total	0.0716	0.0378	0.109
Power is estimated from default activity; no workload was simulated.
