### flow/config.mk
export PLATFORM = sky130hd
export DESIGN_NAME = regfile_forward
export DESIGN_NICKNAME = regfile_forward
export VERILOG_FILES = /design/flow/design.v
export SDC_FILE = /design/flow/constraint.sdc
export NUM_CORES = 4
export LEC_CHECK = 1
export CORE_UTILIZATION = 50
### flow/constraint.sdc
current_design regfile_forward

set clk_period 16.6
set clk_io_pct 0.2

create_clock -name clk0 -period $clk_period [get_ports {clk}]

set non_clock_inputs [all_inputs -no_clocks]
set_input_delay [expr $clk_period * $clk_io_pct] -clock clk0 $non_clock_inputs
set_output_delay [expr $clk_period * $clk_io_pct] -clock clk0 [all_outputs]
### flow/design.v
module regfile_forward ( 
   rs_data, rt_data,
   rs_num, rt_num, rd_num, rd_data, rd_we, clk, rst_b, halted
   );
	input       [4:0]  rs_num, rt_num, rd_num; 
	input       [31:0] rd_data;
	input              rd_we, clk, rst_b, halted;
	output wire [31:0] rs_data, rt_data;
	reg         [31:0] mem[0:31];
	integer            i;
	always @(posedge clk or negedge rst_b) begin 
		if (!rst_b) begin
			for (i = 0; i < 32; i = i+1)
	mem[i] <= 32'b0;
		end else if (rd_we && (rd_num != 0)) begin 
			mem[rd_num] <= rd_data; 
		end 
	end 
	assign rs_data = (rs_num == 0) ? 32'h0 : ((rd_we&&(rd_num==rs_num))?rd_data:mem[rs_num]);
	assign rt_data = (rt_num == 0) ? 32'h0 : ((rd_we&&(rd_num==rt_num))?rd_data:mem[rt_num]);
	// synthesis translate_off
	integer fd;
	always @(halted) begin
		if (rst_b && halted) begin
			fd = $fopen("regdump.txt");
			$display("--- 18-447 Register file dump ---");
			$display("=== Simulation Cycle %d ===", $time);
			$fdisplay(fd, "--- 18-447 Register file dump ---");
			$fdisplay(fd, "=== Simulation Cycle %d ===", $time);
			for(i = 0; i < 32; i = i+1) begin
				$display("R%d\t= 0x%8x\t( %0d )", i, mem[i], mem[i]);
				$fdisplay(fd, "R%d\t= 0x%8h\t( %0d )", i, mem[i], mem[i]); 
			end
			$display("--- End register file dump ---");
			$fdisplay(fd, "--- End register file dump ---");
			$fclose(fd);
		end
	end
	// synthesis translate_on
endmodule
### flow/run.sh
#!/bin/bash
# OpenROAD 26Q1-2900-gdf79404cd8, Yosys 0.63+post, stock flow scripts
make -C /OpenROAD-flow-scripts/flow DESIGN_CONFIG=/design/flow/config.mk WORK_HOME=/design/flow/orfs finish
==> results_tabular.tex <==
% Generated from flow reports
\begin{tabular}{lr}
\hline
Metric & Value \\
\hline
\multicolumn{2}{l}{\textbf{Synth}} \\
\quad Dominant non-sequential cell family after synthesis & multiplexers \\
\quad Yosys Chip Area & 51600 um\^{}2 \\
\quad Top-count cell post-synth & dfrtp\_1 \\
\quad Number of warnings printed during yosys synthesis & 3 \\
\quad Compound-cell area share of the yosys netlist & 0.140 \\
\quad Top cell types by occurrence after synthesis & 992 x dfrtp\_1, 984 x mux2\_2, 572 x a22oi\_1, 382 x and3\_1, 294 x clkbuf\_1 \\
\quad Synth flops & 992 \\
\quad Number of distinct library cell variants in the gate-level netlist after synthesis & 69 \\
\quad Multiplexer share of the synthesized area & 0.219 \\
\quad Top flip-flop cell by instance count after synthesis & dfrtp\_1 \\
\quad Largest cells by area after synthesis & dfrtp\_1 48\%, mux2\_2 21\%, a22oi\_1 8.3\% \\
\quad Sequential cell area fraction in the yosys report & 0.481 \\
\quad Area share of the leading cell type in the synthesized netlist & 0.481 \\
\quad Count of library flops with an enable pin & 0 \\
\quad Leading area contributor after synthesis & dfrtp\_1 \\
\quad Cell total in the yosys stat output & 4536 \\
\quad Mean instance size in the synthesized netlist & 11.4 um\^{}2 \\
\quad Summed instance area of the synthesized netlist & 51600 um\^{}2 \\
\quad Post-synthesis share of cell area spent on full adders, half adders and majority gates & 0 \\
\quad Area share of and/or/nand/nor cells after synthesis & 0.120 \\
\quad Fraction of synthesized cell area in xor and xnor cells & 0.00153 \\
\quad Synthesized instance count & 4536 \\
\quad Synth async-reset ratio & 1.00 \\
\multicolumn{2}{l}{\textbf{Placed design}} \\
\quad Placed instance count & 5791 \\
\quad GP Congestion & 1.05 \\
\quad Post-DP HPWL & 156000 um \\
\quad Placed cell areas & 54900 um\^{}2 \\
\quad IO Port Bufs & 113 \\
\quad Setup slack after placement & 5730 ps \\
\multicolumn{2}{l}{\textbf{Clock network}} \\
\quad Clock transition at path regs & 60 ps \\
\quad Number of H-tree branching levels & 3 \\
\quad Sink count of the clock tree & 992 \\
\quad Buffers from clock root to sink, at most & 3 \\
\quad Post-CTS setup buffers & 0 \\
\quad Buffer type at the clock tree root & clkbuf\_16 \\
\quad TritonCTS clock tree & built \\
\quad Number of buffers created by CTS & 108 \\
\quad Count of instances resized after the clock tree is built & 0 \\
\quad Insertion delay to the later sink of the worst-skew pair & 710 ps \\
\quad Cts hold-fix bufs & 0 \\
\multicolumn{2}{l}{\textbf{Worst setup path}} \\
\quad Series of cell instances along the critical path & buf\_2 > buf\_4 > buf\_4 > and3b\_1 > buf\_4 > and3\_1 > a2111oi\_0 > nand4\_1 > nor4\_1 > o31ai\_1 > clkdlybuf4s50\_1 \\
\quad Critical Path Fanout Max & 29 \\
\quad Max stage delay on crit path & 920 ps \\
\quad Critical Path Sink Type & primary output \\
\quad Crit path required time & 13280 ps \\
\quad Critical path type & primary input to primary output \\
\quad CP arrival & 8090 ps \\
\quad Largest delay contributor family on the critical path & buffers and inverters \\
\quad Critical Path Source Type & primary input \\
\quad Buf+Inv Stages, Crit Path & 5 \\
\quad Slowest CP cell & nor4\_1 \\
\quad Reg-to-reg setup timing slack & 15740 ps \\
\quad Worst path most repeated cell & buf\_4 \\
\multicolumn{2}{l}{\textbf{Run}} \\
\quad Number of warnings in the stage logs & 27 \\
\quad Max-cap violations & 0 \\
\multicolumn{2}{l}{\textbf{Floorplan}} \\
\quad Floorplan die height & 323 um \\
\quad Overall chip area & 104000 um\^{}2 \\
\quad Area of the core & 102000 um\^{}2 \\
\quad Initial standard-cell utilization of the core & 0.505 \\
\quad I/O pins & 115 \\
\quad Core Rows & 117 \\
\quad Chip width & 323 um \\
\multicolumn{2}{l}{\textbf{Route}} \\
\quad Tally of nets with antenna violations remaining after routing & 0 \\
\quad Count of vias placed by the detailed router & 47700 \\
\quad Average detailed-routed wire length per instance & 44.9 um \\
\quad \# DRC & 0 \\
\quad Initial DRT Pass Iterations & 9 \\
\quad Number of design-rule violations left by the first detailed-router iteration & 6351 \\
\quad Overall routed net length & 271000 um \\
\quad Via density per instance & 7.90 \\
\multicolumn{2}{l}{\textbf{Power}} \\
\quad Maximum vdd drop & 0.0925 mV \\
\quad Post-layout power & 6.79 mW \\
\quad Leakage power & 26.4 nW \\
\quad Power density of the placed cells & 116 nW/um\^{}2 \\
\multicolumn{2}{l}{\textbf{Global route}} \\
\quad Largest net degree at the start of global routing & 91 \\
\quad Total global routing track utilization & 0.546 \\
\quad Number of global-route vias before repair & 45100 \\
\quad Grt ovf & 0 \\
\quad Global-route wire length before repair & 369000 um \\
\quad Antenna violations before repair & 35 \\
\multicolumn{2}{l}{\textbf{Cells and area}} \\
\quad Filler cell count in the final layout & 8411 \\
\quad Post-Layout Inst Area & 58500 um\^{}2 \\
\quad Area growth from synthesis to final layout & 13.5\% \\
\quad Proportion of layout cells with a drive suffix above 1 & 0.332 \\
\quad Register ranked first by flip-flop count & mem \\
\quad Utilization of the core after routing & 0.574 \\
\quad Final cell count without fillers & 6036 \\
\quad Largest regs & mem: 992 flops \\
\quad Max reg flops & 992 \\
\multicolumn{2}{l}{\textbf{Final timing}} \\
\quad Slew of the pin with the lowest slew margin & 1150 ps \\
\quad Time the final worst path needs with I/O delays and setup & 11410 ps \\
\quad Max-slew violation total from the final report & 0 \\
\quad Unrepaired setup endpoints after global routing & false \\
\quad Hold Violations, Final & 0 \\
\quad Setup Total Neg Slack & 0 ps \\
\quad Worst Skew & 0 ps \\
\quad Achievable Freq & 87.6 MHz \\
\quad Final setup violation count & 0 \\
\quad PnR worst setup slack & 5190 ps \\
\quad Final Cycle Share & 0.688 \\
\quad Worst max-slew margin expressed relative to the limit & 0.233 \\
\quad Hold WS & 518 ps \\
\multicolumn{2}{l}{\textbf{Status}} \\
\quad Run status & finished clean \\
\multicolumn{2}{l}{\textbf{Hold path}} \\
\quad Worst hold path type & flop to flop \\
\hline
\end{tabular}
routing by layer:
layer / vias up / GRT usage / wire [um]
li1: 17500 / - / -
met2: 4786 / 0.676 / 103000
met3: 1705 / 0.404 / 51000
met1: 23600 / 0.662 / 90600
met4: 27 / 0.364 / 25700
met5: - / 0.0444 / 432
cell usage in the layout (no fill, tap or decap), types with 14 or more instances in the layout:
cell type and instances:
dfrtp_1 992, mux2_2 984, a22oi_1 572, and3_1 380, buf_4 238, nand2_1 164
nand4_1 120, a2111oi_0 112, clkbuf_16 111, nand3_1 102, clkdlybuf4s50_1 102, nor2_4 70
nor4_1 61, nor2_1 54, diode_2 52, o21ai_0 43, a21oi_1 40, o31ai_1 34
clkbuf_1 34, a221oi_1 33, o21ai_1 28, clkbuf_8 20, nor3_1 17, clkinv_2 16
a22o_1 14
area by class of cell:
type                       instances  area (um^2)  area share
timing repair buffer             351         2870      0.0491
clock buffer                     165         3180      0.0543
antenna                           52          130     0.00222
inverter                           9         33.8    0.000577
clock inverter                    28          329     0.00562
tap                             1368         1710      0.0292
sequential                       992        24800       0.424
multi-input combinational       3071        25400       0.435
power by group:
part,internal (mW),total (mW),switching (mW)
combinational,0.515,1.04,0.523
sequential,2.89,3.30,0.409
clock,1.42,2.45,1.04
kinds of logic (layout without fill, tap and decap cells):
family	after synthesis	count (layout)
and+or+nand+nor	1098	1098
muxes	1006	1006
DFF	992	992
AOI/OAI and AO/OA	958	958
buffers and inverters	473	553
xor gates and xnor gates	9	9
other	0	52
final timing paths:
check                                       startpoint                endpoint  cells after the start
worst max-delay path                         rs_num[3]             rs_data[29]                     11
worst min-delay path            mem[11][3]$_DFFE_PN0P_  mem[11][3]$_DFFE_PN0P_                      1
worst max register to register  mem[10][4]$_DFFE_PN0P_  mem[10][4]$_DFFE_PN0P_                      1
worst min register to register  mem[11][3]$_DFFE_PN0P_  mem[11][3]$_DFFE_PN0P_                      1
max in group asynchronous                        rst_b  mem[7][24]$_DFFE_PN0P_                      5
min in group asynchronous                        rst_b  mem[14][4]$_DFFE_PN0P_                      1
Power is estimated from default activity; no workload was simulated.
